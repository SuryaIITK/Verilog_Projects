==> design.v <==
module booth_data_path(data_in,eqz,Q0,Q_1,clear_A,load_A,shift_A,load_M,clear_Q,load_Q,shift_Q,clear_ff,load_count,decr,addsub,clk,product);
	input  clear_A,load_A,shift_A,load_M,clear_Q,load_Q,shift_Q,clear_ff,load_count,decr,addsub,clk; 
	input [7:0] data_in;
	output eqz,Q0,Q_1;
	output reg [15:0] product;
	wire  [7:0] A,M,Q,Z;
	wire  [3:0] count;
	assign eqz = ~|count;  				 
	assign Q0 = Q[0]; 					 
	shift_reg  SHFT_Q (Q,data_in,A[0],clear_Q,load_Q,shift_Q,clk) ;    
	shift_reg  SHFT_A (A,Z,A[3],clear_A,load_A,shift_A,clk);		 
	PIPO   PIPO_M (M,data_in,load_M,clk); 			 
	D_FlipFlop  D_Q_1 (Q_1,Q0,clear_ff,clk);		 
	ALU  Add_Sub (Z,A,M,addsub);					 
	COUNTER  CNTR (count,load_count,decr,clk);		 
	always@(*) begin
	if (eqz)
	product = {A , Q};
	end
endmodule
module shift_reg(d_out,d_in,s_in,clear,load,shift,clk); 
	input [7:0] d_in ;
	input s_in,load,shift,clk,clear;
	output reg [7:0] d_out; 
	always @ (posedge clk)
		if (clear)
			d_out <= 8'b0;
		else if(load)   				 
			d_out <= d_in;
		else if (shift)					 
			d_out <= {s_in,d_out[7:1]};
endmodule 
module PIPO(p_out,p_in,load_p,clk); 
	input [7:0] p_in;
	input load_p, clk;
	output reg [7:0]p_out; 
	always@(posedge clk)	
		if(load_p)						 
			p_out <= p_in; 
endmodule 
module D_FlipFlop (q,d,clear,clk); 		 
	input d,clear,clk; 
	output reg q;
	always @ (posedge clk)
		if (clear)					 
			q <= 1'b0;
		else 
			q <= d;
endmodule 
module ALU (out,a,b,select);				 
	input [7:0] a, b ;
	input select ;
	output reg [7:0] out; 
	wire [7:0] sum,difference;
	Adder8bit adder(a,b,1'b0,sum,c_out);
	Adder8bit subtracter (a,~b,1'b1,difference,c_out);
	always @ (*)
		if (select)
			out = sum ;
		else
			out = difference; 
endmodule 
module COUNTER (d_out,ld_cnt,decr_C,clk); 			 
	input decr_C,clk,ld_cnt; 
	output reg [3:0] d_out;
	always @(posedge clk)
		if (ld_cnt ==1'b1)
			d_out <= 4'b1000; 			 
		else if (decr_C)
			d_out <= d_out - 1 ;
endmodule
module Adder4bit(input [3:0] a,input [3:0] b,input cin,output [3:0]sum,output cout);
	wire g0,g1,g2,g3,p0,p1,p2,p3,c2,c1,c0;
	assign g0 = a[0]&b[0];
	assign g1 = a[1]&b[1];
	assign g2 = a[2]&b[2];
	assign g3 = a[3]&b[3];
	assign p0 = a[0]^b[0];
	assign p1 = a[1]^b[1];
	assign p2 = a[2]^b[2];
	assign p3 = a[3]^b[3];
	assign c0 = g0 |( p0 & cin);
	assign c1 = g1 | (p1&g0)| (p1&p0&cin);
	assign c2 = g2 | (p2&g1) | (p2&p1&g0) | (p2&p1&p0&cin);
	assign cout = g3 | (p3&g2) | (p3&p2&g1) | (p3&p2&p1&g0) | (p3&p2&p1&p0&cin);
	xor(sum[0],p0,cin);
	xor(sum[1],p1,c0);
	xor(sum[2],p2,c1);
	xor(sum[3],p3,c2);
endmodule
module Adder8bit(input [7:0] a,input [7:0] b,input cin,output [7:0]sum,output cout);
	Adder4bit ADD01(.a(a[3:0]),.b(b[3:0]),.cin(cin),.sum(sum[3:0]),.cout(ctemp));
	Adder4bit ADD02(.a(a[7:4]),.b(b[7:4]),.cin(ctemp),.sum(sum[7:4]),.cout(cout));
endmodule
==> run.sh <==
#!/bin/bash
# OpenROAD 26Q1-2900-gdf79404cd8, Yosys 0.63+post, stock flow scripts
make -C /OpenROAD-flow-scripts/flow DESIGN_CONFIG=/design/flow/config.mk WORK_HOME=/design/flow/orfs finish
==> config.mk <==
export PLATFORM = sky130hd
export DESIGN_NAME = booth_data_path
export DESIGN_NICKNAME = booth_data_path
export VERILOG_FILES = /design/flow/design.v
export SDC_FILE = /design/flow/constraint.sdc
export NUM_CORES = 4
export LEC_CHECK = 1
export CORE_UTILIZATION = 30
==> constraint.sdc <==
current_design booth_data_path

set clk_period 3.0
set clk_io_pct 0.2

create_clock -name clk0 -period $clk_period [get_ports {clk}]

set non_clock_inputs [all_inputs -no_clocks]
set_input_delay [expr $clk_period * $clk_io_pct] -clock clk0 $non_clock_inputs
set_output_delay [expr $clk_period * $clk_io_pct] -clock clk0 [all_outputs]
==> run summary <==
CP endpoint kind -> flip-flop
Post-CTS sizing -> 0
Crit path buf inv count -> 1
Post-synth top area cell -> dfxtp_1
Most frequent logic cell in the layout -> clkdlybuf4s50_1
GRT overflow -> 0
Vias -> 1511
Final wirelength -> 4160 um
Asr flop ratio synth -> 0%
Area leader share -> 21.1%
Cell Type Count -> 43
CP Cell Sequence -> inv_1 > ha_1 > o21a_1 > o22ai_1 > fa_1 > nor2_1 > a21oi_1 > a211oi_1
Setup bufs post-CTS -> 0
EDFF count, synth -> 8
YS warnings -> 8
Power density over cell area -> 467 nW/um^2
Highest-delay cell along the critical path -> fa_1
Clk_skew -> 0.00324 ns
CTS tree -> done
Tightest Pin Transition -> 0.520 ns
Yosys cell count -> 203
Vias in the first global route -> 1466
Synth Instances -> 203
Final ANT Viol Nets -> 0
Min Tclk post-route -> 2.34 ns
Fp_density -> 31.2%
Final setup fails -> 0
Pint -> 875 uW
First-pass GRT wire length -> 7090 um
Register pins left without a clock -> 16
Core box area -> 6390 sq um
CTS Buffer Depth -> 2
Design Area, Final -> 2590 sq um
Peak Freq -> 0.427 GHz
Min-delay worst type -> reg2reg
Yosys stat area -> 2000 sq um
Post-synth area hogs -> dfxtp_1 21%, edfxtp_1 12%, dlxtp_1 12%
Status -> finished clean
Diodes inserted -> 0
Switching power of the nets -> 337 uW
Clock share of power -> 35.4%
Io pins -> 39
Share of layout cells above drive strength 1 -> 7.72%
Count of final hold-check violations -> 0
Router iterations before antenna repair -> 5
Headroom to the max-slew limit -> 65.2%
Die Y -> 83.6 um
Die ar. -> 6980 sq um
Fin Setup TNS -> 0 ns
Endpoints left unconstrained -> 32
DRC viols -> 0
Number of buffers created by CTS -> 5
RePlAce Congestion -> 0.855
Sw Ratio -> 27.8%
Gr usage total -> 12.7%
Post-DP HPWL -> 3080 um
Peak supply drop -> 0.000241 V
Largest net degree at the start of global routing -> 17
Critical Path AT -> 2.54 ns
Final Slew Violations -> 0
# hold bufs at CTS -> 0
Initial antenna violation count -> 0
Crit share post-route -> 78.1%
# port buffers -> 38
Max stage delay on crit path -> 0.49 ns
Crit path max-delay family -> AND-OR/OR-AND gates
Synthesized cell area -> 2000 sq um
Placement Cell Area -> 2470 sq um
DRT iter0 DRCs -> 76
Worst-Skew Late Latency -> 0.28 ns
Worst setup SP type -> flip-flop
Max-cap violations -> 0
Crit-path max FO -> 5
Top Layout Cells -> 38 x clkdlybuf4s50_1, 26 x nor2_1, 21 x dfxtp_1
Combinational power share -> 23.1%
Wire per inst -> 12.9 um
Row count -> 29
Clock slew at reported path FFs -> 0.07 ns
Unrepaired setup endpoints after global routing -> no
H-tree depth -> 2
Static leakage -> 0.00109 uW
Routed vias/inst -> 4.68
Root buffer cell -> clkbuf_8
Crit path DRT -> 3.20 ns
Die width -> 83.6 um
Critical path class -> reg2reg
Syn Area/Cell -> 9.83 sq um
Area Overhead vs Synth -> 30.0%
Count of tool warnings -> 33
Main synth FF type -> dfxtp_1
#FFs+latches synth -> 45
Sequential fraction of design power -> 41.5%
==> cells by family after synthesis <==
kind of cell	count (synthesis)	synth area share, %
latches	16	12.0
multiplexers	11	5.52
AND-OR/OR-AND	43	14.5
buffers and inverters	24	4.89
adder cells (fa/ha/maj)	19	13.0
AND/OR/NAND/NOR	54	13.9
XOR/XNOR	7	3.07
flip-flops	29	33.1
==> synth_stat cells, drive strengths merged, types with 2 or more instances <==
cell / count
o21ai: 4
nand3: 2
o22ai: 2
xnor2: 6
buf: 2
dfxtp: 21
nand2b: 3
fa: 3
nor3: 3
mux2i: 11
a211oi: 12
nor2b: 4
a21oi: 12
clkbuf: 5
or3: 3
dlxtp: 16
and2b: 3
inv: 17
ha: 16
nand2: 3
nor2: 26
edfxtp: 8
o21a: 4
==> registers in the layout, summed over array words and instances (netlist names) <==
signal / flops
SHFT_Q.d_out: 8
CNTR.d_out: 4
PIPO_M.p_out: 8
SHFT_A.d_out: 8
D_Q_1.q: 1
product: 16
==> final timing paths <==
| check | startpoint | to | slack, ns | cells past startpoint |
|---|---|---|---|---|
| hold reg to reg | SHFT_Q.d_out[0] | D_Q_1.q | 0.51 | 1 |
| setup / recovery | SHFT_A.d_out[0] | SHFT_A.d_out[4] | 0.66 | 8 |
| setup reg to reg | SHFT_A.d_out[0] | SHFT_A.d_out[4] | 0.66 | 8 |
| hold / removal | SHFT_Q.d_out[0] | D_Q_1.q | 0.51 | 1 |
==> through the flow <==
| stage | setup WS [ns] | hold WS [ns] | util (%) | instances | power [uW] |
|---|---|---|---|---|---|
| floorplan | 0.830 | 0.453 | - | 203 | 694 |
| global route | 0.477 | 0.529 | 40.6 | 323 | 1280 |
| CTS | 0.640 | 0.509 | 40.6 | 323 | 1230 |
| detailed placement | 0.531 | 0.495 | 38.7 | 315 | 789 |
| finish | 0.656 | 0.506 | 40.6 | 323 | 1210 |
| global placement | 0.553 | 0.492 | 38.7 | 315 | 790 |
==> final cells by class <==
class | count | area [sq um]
clock inverter | 2 | 37.5
tap | 77 | 96.3
sequential | 45 | 901
timing repair buffer | 42 | 410
multi-input combinational | 134 | 1000
inverter | 17 | 63.8
fill | 618 | 3790
clock buffer | 6 | 82.6
==> per-layer routing <==
metal | vias to the layer above | global-route usage (%) | wire, um
met5 | - | 0 | 0
met4 | 0 | 1.23 | 27
met3 | 4 | 2.61 | 181
met2 | 31 | 19.3 | 1850
met1 | 687 | 20.0 | 2100
li1 | 789 | - | -
==> power by group through the flow <==
| stage | registers [uW] | clock network (uW) | logic (uW) |
|---|---|---|---|
| CTS | 503 | 443 | 282 |
| global route | 509 | 458 | 317 |
| finish | 503 | 429 | 280 |
Power and IR drop assume default switching activity.
