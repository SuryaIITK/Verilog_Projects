<file path="run.sh">
#!/bin/bash
# OpenROAD 26Q1-2900-gdf79404cd8, Yosys 0.63+post, stock flow scripts
make -C /OpenROAD-flow-scripts/flow DESIGN_CONFIG=/design/flow/config.mk WORK_HOME=/design/flow/orfs finish
</file>
<file path="config.mk">
export PLATFORM = sky130hd
export DESIGN_NAME = add_sub
export DESIGN_NICKNAME = add_sub
export VERILOG_FILES = /design/flow/design.v
export SDC_FILE = /design/flow/constraint.sdc
export NUM_CORES = 4
export LEC_CHECK = 1
export CORE_UTILIZATION = 40
</file>
<file path="constraint.sdc">
current_design add_sub

set clk_period 24.2
set clk_io_pct 0.2

create_clock -name clk0 -period $clk_period

set non_clock_inputs [all_inputs -no_clocks]
set_input_delay [expr $clk_period * $clk_io_pct] -clock clk0 $non_clock_inputs
set_output_delay [expr $clk_period * $clk_io_pct] -clock clk0 [all_outputs]
</file>
<file path="design.v">
module add_sub(
input [31:0] n1,  
input [31:0] n2,  
input add,  
input sub,  
input mul,
output [31:0] result,
output reg [23:0]M1,
output reg [23:0]M2,
output [7:0] E1,
output [7:0] E2,
output [7:0] E_difference,
output reg [7:0] larger_E,
output reg sign,
output reg [7:0] final_E,
output reg [22:0] final_M,
output [31:0] result1
);
wire  E1isGreaterThanE2;
reg [24:0] temp_M1;
reg [24:0] temp_M2;
reg M_carry;
wire reduced_and_E1 = &E1; 
wire reduced_and_E2 = &E2;
wire reduced_or_E1 = |E1;	 
wire reduced_or_E2 = |E2;
reg [24:0] temp1_M;
reg [24:0] temp2_M;
wire [22:0] temp3_M;
wire [7:0]large_E;
wire [7:0]two_complement_E2;
wire [8:0] temp1_E;
wire [7:0] temp2_E;
wire [7:0] temp3_E;
wire [7:0] temp4_E;
wire sign_n1 = n1[31];
wire sign_n2 = n2[31];
	assign E1 = n1[30:23];
	assign E2 = n2[30:23];
	assign  two_complement_E2 = ~E2 + 1'b1;
	assign temp1_E = E1 + two_complement_E2;
	assign temp2_E = temp1_E[7:0];
	assign E1isGreaterThanE2 = temp1_E[8];
	assign temp3_E = ~temp2_E + 1'b1;
	assign E_difference = (E1isGreaterThanE2) ? temp2_E : temp3_E;
	assign large_E = (E1isGreaterThanE2) ? E1 : E2;
	reg [23:0] larger_M;
	reg [23:0] smaller_M;
reg [7:0]ae, be;
    wire [22:0]cman;
    reg [47:0]cm;
	reg [7:0]ce;
	wire [7:0]cexp;
	reg [31:0]am,bm;
	always@(*)begin
		M1={1'b1,n1[22:0]};
		M2={1'b1,n2[22:0]};	
		if(add) begin
			if(large_E == E1) begin
				M2=M2>>E_difference;
				larger_E = E1;
				larger_M = M1;
				smaller_M = M2;
				sign = sign_n1;
				if (sign_n1 == sign_n2) begin
					temp1_M = M1 + M2 ;
				end else begin
					temp_M2 = ~M2 + 1'b1; 
					temp2_M = M1 + temp_M2;
				end
			end
			else if(large_E == E2) begin
				M1=M1>>E_difference;
				larger_E = E2;
				larger_M = M2;
				smaller_M = M1;
				sign = sign_n2;
				if (sign_n1 == sign_n2) begin
					temp1_M = M2 + M1;
				end else begin
					temp_M1 = ~M1 + 1'b1; 
					temp2_M = M2 + temp_M1;
				end
			end else begin  
				larger_E = E1;
				if(M1>M2) begin
					larger_M = M1;
					smaller_M = M2;
					sign = sign_n1;
					if(sign_n1 == sign_n2) begin
						temp1_M = M2 + M1 ;
					end else begin
					temp_M2 = ~M2 + 1'b1; 
					temp2_M = M1 + temp_M2;
					end
				end else begin
					larger_M = M2;
					smaller_M = M1;
					sign = sign_n2;
					if (sign_n1 == sign_n2) begin
						temp1_M = M2 + M1;
					end else begin
						temp_M1 = ~M1 + 1'b1; 
						temp2_M = M2 + temp_M1;
					end
				end
			end
		end 
		else if(sub) begin  
			if(large_E == E1) begin
				M2=M2>>E_difference;
				larger_E = E1;
				larger_M = M1;
				smaller_M = M2;
				sign = sign_n1;
				if (sign_n1 == sign_n2) begin
					temp_M2 = ~M2 + 1'b1; 
					temp2_M = M1 + temp_M2;
				end else begin
					temp1_M = M1 + M2 ;
				end
			end
			else if(large_E == E2) begin
				M1=M1>>E_difference;
				larger_E = E2;
				larger_M = M2;
				smaller_M = M1;
				sign = sign_n2;
				if (sign_n1 == sign_n2) begin
					temp_M2 = ~M2 + 1'b1; 
					temp2_M = M1 + temp_M2;
				end else begin
					temp1_M = M1 + M2 ;
				end
			end 
			else begin  
				larger_E = E1;
				if(M1>M2) begin
				larger_M = M1;
				smaller_M = M2;
				sign = sign_n1;
				if (sign_n1 == sign_n2) begin
					temp_M2 = ~M2 + 1'b1; 
					temp2_M = M1 + temp_M2;
				end else begin
					temp1_M = M1 + M2 ;
				end
				end else begin
				larger_M = M2;
				smaller_M = M1;
				sign = sign_n2;
				if (sign_n1 == sign_n2) begin
					temp_M2 = ~M2 + 1'b1; 
					temp2_M = M1 + temp_M2;
				end else begin
					temp1_M = M1 + M2;
				end
				end
			end
		end
		else if (mul) begin
			sign = n1[31]^n2[31];
			ae = n1[30:23] - 8'd127;
			be = n2[30:23] - 8'd127;  
			ce = (ae + be) + 8'd127;  
			am = {8'd0,M1};
			bm = {8'd0,M2};
			cm = am*bm;
		end
	end
assign temp3_M =  temp2_M[23] ? {temp2_M[22:0]} : temp2_M[22] ? {temp2_M[21:0],1'd0} : temp2_M[21] ? {temp2_M[20:0],2'd0} : temp2_M[20] ? {temp2_M[19:0],3'd0} : temp2_M[19] ? {temp2_M[18:0],4'd0} : temp2_M[18] ? {temp2_M[17:0],5'd0} : temp2_M[17] ? {temp2_M[16:0],6'd0} : temp2_M[16] ? {temp2_M[15:0],7'd0} : temp2_M[15] ? {temp2_M[14:0],8'd0} : temp2_M[14] ? {temp2_M[13:0],9'd0} : temp2_M[13] ? {temp2_M[12:0],10'd0} : temp2_M[12] ? {temp2_M[11:0],11'd0} : temp2_M[11] ? {temp2_M[10:0],12'd0} : temp2_M[10] ? {temp2_M[9:0],13'd0} : temp2_M[9] ? {temp2_M[8:0],14'd0} : temp2_M[8] ? {temp2_M[7:0],15'd0} : temp2_M[7] ? {temp2_M[6:0],16'd0} : temp2_M[6] ? {temp2_M[5:0],17'd0} : temp2_M[5] ? {temp2_M[4:0],18'd0} : temp2_M[4] ? {temp2_M[3:0],19'd0} : temp2_M[3] ? {temp2_M[2:0],20'd0} : temp2_M[2] ? {temp2_M[1:0],21'd0} : temp2_M[1] ? {temp2_M[0],22'd0} : 23'd0 ;
assign temp4_E = temp2_M[23] ? larger_E-0 : temp2_M[22] ? larger_E-1 : temp2_M[21] ? larger_E-2 : temp2_M[20] ? larger_E-3 : temp2_M[19] ? larger_E-4 : temp2_M[18] ? larger_E-5 : temp2_M[17] ? larger_E-6 : temp2_M[16] ? larger_E-7 : temp2_M[15] ? larger_E-8 : temp2_M[14] ? larger_E-9 : temp2_M[13] ? larger_E-10 : temp2_M[12] ? larger_E-11 : temp2_M[11] ? larger_E-12 : temp2_M[10] ? larger_E-13 : temp2_M[9] ? larger_E-14 : temp2_M[8] ? larger_E-15 : temp2_M[7] ? larger_E-16 : temp2_M[6] ? larger_E-17 : temp2_M[5] ? larger_E-18 : temp2_M[4] ? larger_E-19 : temp2_M[3] ? larger_E-20 : temp2_M[2] ? larger_E-21 : temp2_M[1] ? larger_E-22 : larger_E-23;
	always@(*)begin
		if(!sub) begin
			final_M = sign_n1^sign_n2 ? temp3_M : temp1_M[24] ? temp1_M[23:1] : temp1_M[22:0];
			final_E = sign_n1^sign_n2 ? temp4_E : temp1_M[24] ? (larger_E + 1'b1) : larger_E;
		end else begin
			final_M = ~(sign_n1^sign_n2) ? temp3_M : temp1_M[24] ? temp1_M[23:1] : temp1_M[22:0];
			final_E = ~(sign_n1^sign_n2) ? temp4_E : temp1_M[24] ? (larger_E + 1'b1) : larger_E;
		end
	end
	assign result = {sign,final_E,final_M};
	assign cman = cm[47] ? cm[46:24] : cm[45:23];  
    assign cexp = cm[47]? (ce + 1'b1):ce;  
    assign result1 =  (mul) ? {sign,cexp,cman}: 31'd0;
endmodule
</file>
==> flow_summary.json <==
{
  "status": "finished, final reports clean",
  "dp_hpwl_um": 94400,
  "wire_per_inst_um": 22.3,
  "period_used_pct": 64.9,
  "ys.flop_type": "dlxtn_1",
  "mi_logic_area_um2": 29000,
  "drtIter0Drc": 2167,
  "grt_pass1_vias": 31000,
  "relSlewSlack_pct": 36.4,
  "place_congestion": 0.983,
  "p_per_area_nw_per_um2": 187,
  "path_depth": 19,
  "async_flop_share_pct": 0,
  "placed_cell_area_um2": 37600,
  "fp_util_pct": 40.5,
  "yosys_warnings": 1,
  "vias": 31700,
  "antenna_found_initial": 0,
  "num_rows": 107,
  "cpLargestDelayFamily": "AND-OR/OR-AND gates",
  "p_sw_share_pct": 48.9,
  "area_leaders": "fa_1 28%, ha_1 13%, inv_1 7.3%, nand2_1 5.9%, nor2_1 4.8%",
  "grt_max_degree": 56,
  "diodes": 0,
  "crit_path_end": "M2[1]",
  "synth.avg_cell_area_um2": 7.64,
  "cts_setup_buffers": 0,
  "synth_chip_area_um2": 34500,
  "tightest_slew_ns": 0.948,
  "register_area_um2": 1370,
  "fin_crit_ns": 15.70,
  "intPower_mw": 3.59,
  "crit_path_end_kind": "primary output",
  "numPortBuffers": 243,
  "pin_count": 243,
  "drc": 0,
  "hold_violations": 0,
  "synth.distinct_cells": 96,
  "max_stage_delay_ns": 0.72,
  "syn_area_um2": 34500,
  "p_total_mw": 7.03,
  "core_area_um2": 85300,
  "ys_cells": 4518,
  "drive_gt1_share_pct": 4.51,
  "untimed_endpoints": 101,
  "ir_worst_vdd_v": 0.00103,
  "path_max_fanout": 20,
  "ant_nets": 0,
  "drt-total-wl_um": 126000,
  "max_cap_viol_count": 0,
  "p_leak_nw": 17.6,
  "firstDrtPassIters": 6,
  "synth_cells": 4518,
  "hold_path.class": "in -> out",
  "dp.cells": 5650,
  "die_area_um2": 87500,
  "fmax_mhz": 63.7,
  "edf_count": 0,
  "finalSetupViolations": 0,
  "unclocked_pins": 91,
  "grtUsageTotal_pct": 30.4,
  "area_growth_pct": 9.05,
  "final_cell_area_um2": 37600,
  "yosys_register_bits": 91,
  "path_buffers": 6,
  "cts_resized": 0,
  "cp-startpoint": "n2[23]",
  "drv_slew": 0,
  "stdcell_count": 5650,
  "setup_tns_ns": 0,
  "cp.required_ns": 19.36,
  "largest_area_cell": "fa_1",
  "cp-start-kind": "input pin",
  "comb_power_share_pct": 84.8,
  "p_clk_share_pct": 0,
  "warning_count": 117,
  "synth.top_cell.area_share_pct": 28.3,
  "p_sw_mw": 3.44,
  "die_y_um": 296,
  "die_w_um": 296,
  "rsz0062_at_grt": "false",
  "power_frac_seq_pct": 15.2,
  "vias_per_cell": 5.60,
  "critical_path_class": "in -> out",
  "worstPathArrival_ns": 10.86,
  "grt-ovfl-total": 0,
  "nFillCells": 8707,
  "crit_chain": "clkdlybuf4s50_1, inv_1, ha_1, inv_1, fa_1, nor2b_4, o21ai_2, a21oi_2, o31ai_4, a21oi_2, nor2_1, xor2_2, buf_4, inv_2, mux4_2, a22oi_2, a2bb2oi_2, o21ai_1, clkdlybuf4s50_1",
  "utilization_pct": 44.1,
  "crit_slowest_cell": "a21oi_2",
  "grt_pass1_wl_um": 193000,
  "cts_hold_buf": 0
}
[layout make-up]
cell class	count	area share [%]
inverter	699	6.97
multi-input combinational	3371	77.1
sequential	91	3.64
tap	1144	3.80
timing repair buffer	345	8.48
[per-layer routing]
layer | routed length, um | up-vias | share of wire [%] | GRT usage (%)
met3 | 14500 | 315 | 12 | 11.5
met5 | 0 | - | 0 | 0
met2 | 56000 | 1591 | 44 | 46.2
met4 | 5500 | 0 | 4.4 | 10.3
met1 | 49900 | 15200 | 40 | 40.7
li1 | - | 14600 | - | -
[sequential cells by signal (all words and copies together), names as in the netlist]
| register | count |
|---|---|
| cm | 25 |
| sign | 1 |
| larger_E | 8 |
| temp1_M | 25 |
| temp2_M | 24 |
| ce | 8 |
[synthesized netlist by cell type, types with 10 or more instances]
cell type	instances
a221oi_1	21
nand3_1	54
dlxtn_1	91
fa_1	488
a2111oi_0	11
or3_1	15
nor2b_1	50
buf_4	49
mux2i_1	97
nand4_1	19
a31oi_1	34
nor2_1	444
o21a_1	20
buf_1	52
a211oi_1	89
a21oi_1	265
nor3_1	54
nand2b_1	19
xor2_1	57
nor4_1	20
nand2_1	545
clkinv_1	17
mux2_2	15
a311oi_1	12
o21ai_1	19
ha_1	350
o211ai_1	37
o21ai_0	182
and2_1	16
inv_2	14
xnor2_1	149
o31ai_1	18
a21o_1	48
clkbuf_1	247
mux4_2	24
o21bai_1	25
o22ai_1	10
and3_1	24
inv_1	668
[how the worst min path moves through the flow]
stage	from	to	slack (ns)	cells after the start
after CTS	n1[30]	E1[7]	10.62	2
after global routing	n2[23]	E2[0]	10.67	2
final	n1[30]	E1[7]	10.62	2
[cell usage in the layout (no fill, tap or decap), types with 16 or more instances in the layout]
master / Yosys / routed
and3_1: 24 / 24
a21oi_1: 265 / 265
xnor2_1: 149 / 148
and2_1: 16 / 16
o21ai_1: 19 / 17
nor4_1: 20 / 20
a31oi_1: 34 / 34
nand3_1: 54 / 54
clkinv_1: 17 / 17
mux4_2: 24 / 24
nand2b_1: 19 / 19
ha_1: 350 / 350
nand2_1: 545 / 545
nor2_1: 444 / 443
o21a_1: 20 / 20
nand4_1: 19 / 19
dlxtn_1: 91 / 89
o21ai_0: 182 / 182
a221oi_1: 21 / 21
inv_1: 668 / 668
o31ai_1: 18 / 18
buf_4: 49 / 102
a211oi_1: 89 / 89
fa_1: 488 / 488
mux2i_1: 97 / 97
a21o_1: 48 / 48
o211ai_1: 37 / 37
clkdlybuf4s50_1: 0 / 242
nor3_1: 54 / 54
o21bai_1: 25 / 25
nor2b_1: 50 / 50
xor2_1: 57 / 57
[metrics by stage]
| step | hold slack [ns] | setup WS, ns |
|---|---|---|
| after floorplan | 9.73 | 11.15 |
| after global placement | 10.63 | 8.71 |
| after detailed placement | 10.62 | 8.68 |
| after CTS | 10.62 | 8.68 |
| after global routing | 10.67 | 8.27 |
| final | 10.62 | 8.50 |
[power by group through the flow]
stage     clock (mW)  sequential [mW]  combinational [mW]
6_report           0             1.07                5.96
5_1_grt            0             1.12                6.76
4_1_cts            0             1.06                6.00
[cell families (layout without fill, tap and decap cells)]
logic type,count (synthesis),count (layout),synth area share [%]
simple gates,1291,1291,16.0
buf+inv,1056,1044,12.1
compound gates,896,896,16.7
fa+ha+maj,838,838,41.0
xor+xnor,209,209,5.37
mux,137,137,4.90
latches,91,91,3.96
