<file path="./design.v">
module async_fifo (write_clk,read_clk,write_en,read_en,reset,data_in,data_out,valid,empty,full,over_flow,under_flow);
parameter data_width=8;
parameter fifo_depth=16;
input write_clk;
input read_clk;
input reset;
input write_en;
input read_en;
input [data_width-1:0] data_in;
output reg [data_width-1:0] data_out;
output full;
output empty;
output reg valid;
output reg over_flow;
output reg under_flow;
parameter ptr_width=$clog2(fifo_depth);
reg [ptr_width:0] write_ptr;
reg [ptr_width:0] read_ptr;
reg [ptr_width:0] wr_ptr_to_grey_q1,wr_ptr_to_grey_q2;
reg [ptr_width:0] rd_ptr_to_grey_q1,rd_ptr_to_grey_q2;
reg [ptr_width:0] wr_ptr_binary,rd_ptr_binary;
wire [ptr_width:0] wr_ptr_to_grey;
wire [ptr_width:0] rd_ptr_to_grey;
reg [data_width-1:0] fifo [fifo_depth-1:0];
always@(posedge write_clk) begin
	if (!reset) begin
	write_ptr <= 0;
	end
	else begin
		if (write_en & !full) begin
			fifo[write_ptr] <= data_in;
			write_ptr <= write_ptr+1;
		end
	end
 end
always@(posedge read_clk) begin
	if (!reset) begin
	read_ptr <= 0;
	data_out <= 0;
	end
	else begin
		if (read_en & !empty) begin
			data_out <= fifo[read_ptr];
			read_ptr <= read_ptr+1;
 		end
	end
 end
assign wr_ptr_to_grey = write_ptr^(write_ptr>>1);
assign rd_ptr_to_grey = read_ptr^(read_ptr>>1);
always@(posedge read_clk) begin
	if(!reset) begin
		wr_ptr_to_grey_q1<=0;
		wr_ptr_to_grey_q2<=0;
	end
	else begin
		wr_ptr_to_grey_q1<=wr_ptr_to_grey;
		wr_ptr_to_grey_q2<=wr_ptr_to_grey_q1;
	end
end
always@(posedge write_clk) begin
	if(!reset) begin
		rd_ptr_to_grey_q1<=0;
		rd_ptr_to_grey_q2<=0;
	end
	else begin
		rd_ptr_to_grey_q1<=rd_ptr_to_grey;
		rd_ptr_to_grey_q2<=rd_ptr_to_grey_q1;
	end
end
always@(*) begin
	wr_ptr_binary[ptr_width]=wr_ptr_to_grey_q2[ptr_width];
	rd_ptr_binary[ptr_width]=rd_ptr_to_grey_q2[ptr_width];
	for (integer i=ptr_width-1; i>=0; i=i-1) begin
		wr_ptr_binary[i]=wr_ptr_binary[i+1]^wr_ptr_to_grey_q2[i];
		rd_ptr_binary[i]=rd_ptr_binary[i+1]^rd_ptr_to_grey_q2[i];
	end
end
assign empty = (read_ptr == wr_ptr_binary);
assign full =({~write_ptr[ptr_width],write_ptr[ptr_width-1:0]} == rd_ptr_binary);
always@(posedge write_clk) begin
	over_flow = (full && write_en);
end
always@(posedge read_clk) begin
	under_flow = (empty && read_en);
	valid = (data_out && !empty);    
end
endmodule
</file>
<file path="./config.mk">
export PLATFORM = sky130hd
export DESIGN_NAME = async_fifo
export DESIGN_NICKNAME = async_fifo
export VERILOG_FILES = /design/flow/design.v
export SDC_FILE = /design/flow/constraint.sdc
export NUM_CORES = 4
export LEC_CHECK = 1
export CORE_UTILIZATION = 30
</file>
<file path="./run.sh">
#!/bin/bash
# OpenROAD 26Q1-2900-gdf79404cd8, Yosys 0.63+post, stock flow scripts
make -C /OpenROAD-flow-scripts/flow DESIGN_CONFIG=/design/flow/config.mk WORK_HOME=/design/flow/orfs finish
</file>
<file path="./constraint.sdc">
current_design async_fifo

set clk_period 5.5
set clk_io_pct 0.2

create_clock -name clk0 -period $clk_period [get_ports {read_clk}]
create_clock -name clk1 -period $clk_period [get_ports {write_clk}]

set non_clock_inputs [all_inputs -no_clocks]
set_input_delay [expr $clk_period * $clk_io_pct] -clock clk0 $non_clock_inputs
set_output_delay [expr $clk_period * $clk_io_pct] -clock clk0 [all_outputs]
</file>
==> node_exporter_impl.prom <==
# HELP chip_impl_metric Flow report values
# TYPE chip_impl_metric gauge
chip_impl_info{name="worst_r2r_startpoint",value="write_ptr[2]"} 1
chip_impl_metric{name="critical_path_arrival",unit="ps"} 2540
chip_impl_info{name="netlist.top_cell.by_area",value="edfxtp_1"} 1
chip_impl_info{name="cpLargestDelayFamily",value="buffers and inverters"} 1
chip_impl_info{name="timing_worst_setup_path_type",value="flip-flop to output port"} 1
chip_impl_metric{name="io-pin-count",unit=""} 26
chip_impl_metric{name="asyncSetResetFlopFracSynth",unit=""} 0
chip_impl_metric{name="vias_per_instance",unit=""} 4.86
chip_impl_metric{name="sw_frac_of_total",unit=""} 0.224
chip_impl_metric{name="synth-area-yosys",unit="sq mm"} 0.00694
chip_impl_info{name="worstReg2RegEnd",value="fifo[10][5]"} 1
chip_impl_info{name="start_kind",value="flip-flop"} 1
chip_impl_metric{name="antenna_found_initial",unit=""} 0
chip_impl_info{name="timing.hold.worst.class",value="flip-flop to flip-flop"} 1
chip_impl_metric{name="tightestPinTransition",unit="ps"} 896
chip_impl_info{name="tritoncts_clock_tree",value="yes"} 1
chip_impl_metric{name="netlist.area_leader.share",unit=""} 0.554
chip_impl_metric{name="standard_cell_area_after_detailed_placement",unit="sq mm"} 0.00747
chip_impl_metric{name="die_y",unit="um"} 154
chip_impl_metric{name="drt-total-wl",unit="um"} 13700
chip_impl_metric{name="area_taken_by_multi_input_logic_gates",unit="sq mm"} 0.00211
chip_impl_metric{name="ys_ff",unit=""} 169
chip_impl_metric{name="mean_syn_cell_area",unit="sq um"} 16.2
chip_impl_metric{name="syn-cell-area",unit="sq mm"} 0.00694
chip_impl_metric{name="synth-warning-count",unit=""} 1
chip_impl_metric{name="power_switching",unit="uW"} 651
chip_impl_info{name="status",value="finished clean"} 1
chip_impl_metric{name="detail_route.antenna_diodes",unit=""} 0
chip_impl_metric{name="max-cap-violations",unit=""} 0
chip_impl_metric{name="ys_cells",unit=""} 428
chip_impl_metric{name="synth_cell_types",unit=""} 49
chip_impl_info{name="critical-path-slowest-cell",value="buf_4"} 1
chip_impl_metric{name="edf_count",unit=""} 128
chip_impl_metric{name="log.warning_count",unit=""} 32
chip_impl_metric{name="cts_sinks",unit=""} 169
chip_impl_metric{name="worst-path-max-fanout",unit=""} 38
chip_impl_info{name="grt_setup_unrepaired",value="no"} 1
chip_impl_metric{name="grt_util_all_layers",unit=""} 0.126
chip_impl_metric{name="rr_worst_depth",unit=""} 5
chip_impl_metric{name="synth_sequential_area_ratio",unit=""} 0.672
chip_impl_metric{name="timing_max_transition_violations_final",unit=""} 0
chip_impl_metric{name="die_area",unit="sq mm"} 0.0237
chip_impl_metric{name="setup_viol",unit=""} 0
chip_impl_metric{name="place_worst_setup_slack",unit="ps"} 2100
chip_impl_metric{name="post_cts_setup_bufs",unit=""} 0
chip_impl_metric{name="clock_power_share",unit=""} 0.420
chip_impl_metric{name="worstPathBufferInverterCount",unit=""} 3
chip_impl_metric{name="final-seq-area",unit="sq mm"} 0.00467
chip_impl_metric{name="cts-resized-gates",unit=""} 0
chip_impl_metric{name="placementRows",unit=""} 55
chip_impl_metric{name="grt_pass1_vias",unit=""} 3873
chip_impl_metric{name="ff2ff_setup_slack",unit="ps"} 2900
chip_impl_metric{name="post_drt_wl_per_cell",unit="um"} 18.0
chip_impl_metric{name="power-per-cell-area",unit="mW/mm^2"} 359
chip_impl_metric{name="area.growth.synth_to_final",unit="%"} 16.6
chip_impl_info{name="hold_path_end",value="rd_ptr_to_grey_q1[4]"} 1
chip_impl_metric{name="detailedRoute.firstPassIterationCount",unit=""} 4
chip_impl_metric{name="globalplace.congestion",unit=""} 0.853
chip_impl_metric{name="comb_power_share",unit=""} 0.094
chip_impl_metric{name="path_depth",unit=""} 7
chip_impl_metric{name="residual_drc",unit=""} 0
chip_impl_metric{name="first_pass_grt_wire_length",unit="um"} 21200
chip_impl_metric{name="dr_total_vias",unit=""} 3678
chip_impl_metric{name="fin_skew",unit="ps"} 7.92
chip_impl_metric{name="post_synth_inst_count",unit=""} 428
chip_impl_metric{name="drive_above_1_share",unit=""} 0.182
chip_impl_metric{name="die_width",unit="um"} 154
chip_impl_info{name="hold_path_startpoint",value="read_ptr[4]"} 1
chip_impl_metric{name="port_buffers",unit=""} 24
chip_impl_metric{name="hold_depth",unit=""} 1
chip_impl_metric{name="worst_path_required",unit="ps"} 4400
chip_impl_metric{name="fin_setup_tns",unit="ps"} 0
chip_impl_metric{name="fp_util",unit=""} 0.306
chip_impl_metric{name="power.total",unit="mW"} 2.90
chip_impl_metric{name="detail_route.iter0.violations",unit=""} 261
chip_impl_metric{name="final_critical_path_setup_slack",unit="ps"} 1860
chip_impl_metric{name="p_leak",unit="nW"} 2.76
chip_impl_metric{name="post-route-cell-area",unit="sq mm"} 0.00809
chip_impl_metric{name="power_frac_seq",unit=""} 0.486
chip_impl_info{name="most_common_reg_cell",value="edfxtp_1"} 1
chip_impl_metric{name="antenna_left",unit=""} 0
chip_impl_metric{name="grt.overflow.total",unit=""} 0
chip_impl_metric{name="cts_hold_buffers",unit=""} 0
chip_impl_metric{name="core_region_area",unit="sq mm"} 0.0226
chip_impl_metric{name="timing.critical_path.slowest_cell_delay",unit="ps"} 550
chip_impl_info{name="timing.critical_path.cells",value="buf_4, xor2_1, or2_1, mux2i_1, nand2_1, inv_1, clkdlybuf4s50_1"} 1
chip_impl_metric{name="grt_max_degree",unit=""} 63
chip_impl_metric{name="filler_cell_count",unit=""} 2058
chip_impl_metric{name="timing.final.hold_violations",unit=""} 0
chip_impl_metric{name="max-vdd-ir-drop",unit="uV"} 223
chip_impl_info{name="synth.top_cells.by_area",value="edfxtp_1, dfxtp_1, mux4_2, mux2i_1, ha_1"} 1
chip_impl_metric{name="clkSlewWorstSetupHoldPaths",unit="ps"} 70
chip_impl_info{name="endpoint_kind",value="output port"} 1
chip_impl_info{name="synth.cells.most_frequent",value="edfxtp_1, dfxtp_1, mux4_2, nor2_1, nand2_1"} 1
chip_impl_metric{name="detailedPlacementHpwl",unit="um"} 8730
chip_impl_info{name="post_synthesis_cell_type_with_the_largest_instance_count",value="edfxtp_1"} 1
chip_impl_metric{name="relSlewSlack",unit=""} 0.400
chip_impl_metric{name="power.internal",unit="mW"} 2.25
cells in the final DEF (no fill, tap or decap), types with 16 or more instances in the layout:
cell type        synthesis  final
mux2i_1                 17     17
a22o_1                  16     16
nand3_1                 16     16
and2_1                  19     19
dfxtp_1                 41     40
clkbuf_16                0     20
nor2_1                  26     26
clkdlybuf4s50_1          0     23
edfxtp_1               128    128
nand2_1                 21     21
mux4_2                  32     32
power groups by stage:
| stage | logic [mW] | registers (mW) | clock network [mW] |
|---|---|---|---|
| CTS | 0.278 | 1.41 | 1.24 |
| global route | 0.300 | 1.41 | 1.29 |
| finish | 0.273 | 1.41 | 1.22 |
metrics by stage:
stage | cells | utilization | hold slack, ps
after global placement | 723 | 0.330 | 420
final | 757 | 0.357 | 423
after floorplan | 428 | - | 412
after CTS | 757 | 0.357 | 412
after detailed placement | 723 | 0.330 | 420
after global routing | 757 | 0.357 | 451
registers in the layout, indices dropped and copies added (netlist names):
register	flops
data_out	8
fifo	128
over_flow	1
rd_ptr_to_grey_q1	5
rd_ptr_to_grey_q2	5
read_ptr	5
under_flow	1
valid	1
wr_ptr_to_grey_q1	5
wr_ptr_to_grey_q2	5
write_ptr	5
routing by layer:
metal,share of wire,global-route usage,vias to the layer above
met4,0.0085,0.0143,2
li1,-,-,1714
met2,0.49,0.202,160
met5,0.0040,0.0248,-
met3,0.097,0.0701,11
met1,0.40,0.156,1791
worst max path at each step:
stage	startpoint	end	slack [ps]
after CTS	read_ptr[0]	empty	1800
after global routing	read_ptr[0]	empty	1610
final	read_ptr[0]	empty	1860
worst register-to-register path, stage by stage (launching register included):
cell and delay [ps]:
dfxtp_1 390, xnor2_1 330, mux2i_1 270, o22a_1 300
o21ai_4 190, nor2_1 750
cell type report:
class	instances	share of cell area
Clock inverter	13	0.0148
Tap cell	285	0.0441
Inverter	9	0.00418
Multi-Input combinational cell	228	0.261
Clock buffer	21	0.0623
Sequential cell	169	0.577
Timing Repair Buffer	32	0.0365
kinds of logic (layout without fill, tap and decap cells):
| kind of cell | Yosys count | in the layout | synth area share |
|---|---|---|---|
| simple gates | 105 | 105 | 0.0745 |
| buf+inv | 31 | 75 | 0.0227 |
| flops | 169 | 169 | 0.672 |
| xor+xnor | 12 | 12 | 0.0173 |
| compound gates | 46 | 46 | 0.0548 |
| mux | 53 | 53 | 0.137 |
| fa+ha+maj | 12 | 12 | 0.0216 |
Power figures rest on the tool's default switching activity, not on a simulated workload.
